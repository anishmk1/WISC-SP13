--- /design/flow/design.v ---
module M_W_reg(
    input clk,
    input rst,
    input Jump_in,
    input MemToReg_in,
    input [15:0] pc_in,
    input [15:0] alu_out_in,
    input [15:0] mem_out_in,
    input RegWrite_in,
    input [2:0] writereg_in,
    input halt_in,
    output Jump_out,
    output MemToReg_out,
    output [15:0] pc_out,
    output [15:0] alu_out_out,
    output [15:0] mem_out_out,
    output RegWrite_out,
    output [2:0] writereg_out,
    output halt_out
);
    dff Jump_reg (.q(Jump_out), .d(Jump_in), .clk(clk), .rst(rst));
    dff MemToReg_reg (.q(MemToReg_out), .d(MemToReg_in), .clk(clk), .rst(rst));
    dff pc_reg[15:0] (.q(pc_out), .d(pc_in), .clk(clk), .rst(rst));
    dff alu_out_reg[15:0] (.q(alu_out_out), .d(alu_out_in), .clk(clk), .rst(rst));
    dff mem_out_reg[15:0] (.q(mem_out_out), .d(mem_out_in), .clk(clk), .rst(rst));
    dff RegWrite_reg (.q(RegWrite_out), .d(RegWrite_in), .clk(clk), .rst(rst));
    dff writereg_reg[2:0] (.q(writereg_out), .d(writereg_in), .clk(clk), .rst(rst));
    dff halt_reg (.q(halt_out), .d(halt_in), .clk(clk), .rst(rst));
endmodule
module dff (q, d, clk, rst);
    output         q;
    input          d;
    input          clk;
    input          rst;
    reg            state;
    assign #(1) q = state;
    always @(posedge clk) begin
      state = rst? 0 : d;
    end
endmodule
--- /design/flow/constraint.sdc ---
current_design M_W_reg

set clk_period 1.0
set clk_io_pct 0.2

create_clock -name clk0 -period $clk_period [get_ports {clk}]

set non_clock_inputs [all_inputs -no_clocks]
set_input_delay [expr $clk_period * $clk_io_pct] -clock clk0 $non_clock_inputs
set_output_delay [expr $clk_period * $clk_io_pct] -clock clk0 [all_outputs]
--- /design/flow/run.sh ---
#!/bin/bash
# OpenROAD 26Q1-2900-gdf79404cd8, Yosys 0.63+post, stock flow scripts
make -C /OpenROAD-flow-scripts/flow DESIGN_CONFIG=/design/flow/config.mk WORK_HOME=/design/flow/orfs finish
--- /design/flow/config.mk ---
export PLATFORM = sky130hd
export DESIGN_NAME = M_W_reg
export DESIGN_NICKNAME = M_W_reg
export VERILOG_FILES = /design/flow/design.v
export SDC_FILE = /design/flow/constraint.sdc
export NUM_CORES = 4
export LEC_CHECK = 1
export CORE_UTILIZATION = 40
==> reports/notes.md <==
Drt
• Final Routed Wirelength: 3400 microns
• routed via count divided by cell count: 3.86
• detailed router's first-iteration violation count: 7
• DRC violation count after routing: 0
• routed len/inst: 11.4 microns
• iteration count of the initial detailed-routing pass: 2
• via count: 1150
• remaining antenna violation count after routing: 0
• Diodes inserted: 0

Setup path
• type of the worst setup path: reg2out
• delay of the slowest cell on the worst path: 310 ps
• CP arrival: 710 ps
• family with the most delay on the worst path: flip-flops
• required time reported for the critical path endpoint: 800 ps
• cell-by-cell listing of the critical path: buf_2
• Startpoint Class: register
• Critical path buffers and inverters: 1
• CP max FO: 1
• slowest stage cell on the critical path: sky130_fd_sc_hd__dfxtp_1
• category of the worst setup path capture point: output pin

Yosys
• fraction of registers with async set/reset: 0
• post-synth cell types: 5
• library cell with the largest summed area after synthesis: sky130_fd_sc_hd__dfxtp_1
• top cells by area, synth: sky130_fd_sc_hd__dfxtp_1, sky130_fd_sc_hd__buf_4, sky130_fd_sc_hd__nor2b_2
• flip-flops with a built-in enable: 0
• sequential share of the synthesized area: 0.555
• post-synthesis chip area from yosys: 1990 sq um
• number of instances in the synthesized netlist: 167
• yosys synthesis warning count: 1
• most frequently used flop master after synthesis: sky130_fd_sc_hd__dfxtp_1
• total standard cell area after synthesis: 1990 sq um
• area fraction of the dominant cell type after synthesis: 0.555
• post-synthesis average cell area: 11.9 sq um
• total of flip-flops plus latches after synthesis: 55
• leading post-synthesis cells by instance count: sky130_fd_sc_hd__dfxtp_1, sky130_fd_sc_hd__buf_4, sky130_fd_sc_hd__nor2b_2
• total cells reported by yosys after synthesis: 167
• most instantiated library cell after synthesis: sky130_fd_sc_hd__dfxtp_1

Finish
• non-filler instance count after layout: 298
• share of final-layout standard cells stronger than drive strength 1: 0.515
• area delta synth->final: 31.3%
• post-route design area: 2610 sq um
• utilization after layout: 0.548

Global route
• via count of the first global-routing pass: 1104
• initial antenna violation count: 0
• largest net degree at the start of global routing: 23
• Overflow after GRT: 0
• total global routing track utilization: 0.125
• global-route wire length before repair: 4910 microns

Outcome
• status: completed

Timing
• worst relative slew slack: 0.831
• final tally of max-slew violations: 0
• worst-margin pin slew: 253 ps
• setup repair after global routing missed its margin: false
• number of hold violations in the final report: 0
• Max Clk Rate: 1100 MHz
• setup-violating endpoint count in the final report: 0
• Fin Setup TNS: 0 ps
• share of the cycle needed by the critical path after routing: 0.912
• Period minus WS final: 912 ps

Floorplanning
• Core Box Area: 4750 sq um
• DIE HEIGHT: 72.5 microns
• number of ports placed on the die boundary: 112
• total die area: 5250 sq um
• pre-placement core utilization: 0.418
• cell row count: 25
• die outline width: 72.5 microns

Clock network
• clock-pin transition on the worst setup and hold timing paths: 90 ps
• Longest Clk Path Bufs: 2
• Num Clock Sinks: 55
• clock tree from TritonCTS: done
• clock tree root driver cell: sky130_fd_sc_hd__clkbuf_8
• TritonCTS buffer count: 5
• number of buffers inserted by post-CTS setup repair: 0
• Max H-tree Level: 2

Power and ir drop
• sequential fraction of design power: 0.588
• switching share of power: 0.194
• internal power component: 3.21 mW
• maximum resistive drop on vdd: 0.000816 V
• Pwr per Cell Area: 1530 nW/um^2
• share of total power in combinational logic: 0.115
• sum of internal, switching and leakage power: 3.98 mW
• switching pwr: 0.771 mW
• Clock power frac: 0.297
• leakage dissipation: 1.16 nW

Placed design
• final weighted congestion in routability-driven placement: 0.677
• count of port buffers added during placement: 111
• HPWL reported at the end of detailed placement: 2600 microns
• number of placed cells counting well taps: 291
• Cell Area, Placed: 2770 sq um

Min path
• Hold WC Path Type: in2reg

Job
• max_cap viols: 0
• warning total across the stage logs: 25

## final cells by class
type | instances | area [sq um]
sequential | 55 | 1120
clock inverter | 1 | 5.00
multi-input combinational | 55 | 434
timing repair buffer | 114 | 878
clock buffer | 6 | 82.6
tap | 67 | 83.8
fill | 441 | 2150
## layout by cell type, fill, tap and decap left out, drive strengths merged
master         instances
nor2b                 55
clkdlybuf4s50         55
buf                   18
clkbuf                47
dfxtp                 55
clkinv                 1
## sequential cells by signal, indices dropped and copies added (netlist names)
signal / count
mem_out.state: 16
alu_out.state: 16
writereg.state: 3
MemToReg_reg.state: 1
halt_reg.state: 1
RegWrite_reg.state: 1
pc.state: 16
Jump_reg.state: 1
## per-layer routing
layer	share of wire	wire length (microns)	global-route usage	vias to the layer above
li1	-	-	-	571
met3	0.12	411	0.0577	5
met2	0.48	1620	0.222	65
met5	0	0	0	-
met1	0.39	1320	0.142	509
met4	0.015	51	0.0174	0
## kinds of logic after synthesis
family	after synthesis	synth area share
buffers and inverters	57	0.227
DFF	55	0.555
and+or+nand+nor	55	0.219
## final timing paths
kind                                            start                     endpoint  slack [ps]  cells after the start
worst max-delay path  mem_out_reg[5].state$_SDFF_PP0_               mem_out_out[5]          90                      1
worst min-delay path                              rst  pc_reg[12].state$_SDFF_PP0_         240                      2
## stage by stage
step	setup WS [ps]	hold slack, ps
finish	87.9	240
detailed placement	25.0	549
global route	35.6	241
floorplan	378	328
CTS	0.443	233
global placement	34.4	546
## timing repair
item,4_1_cts,5_1_grt
resized,127,55
pin swaps,0,0
hold buffers,0,0
endpoints found under the setup margin,55,41
## power groups by stage
stage | Clock, mW | Sequential [mW] | Combinational, mW
CTS | 1.23 | 2.34 | 0.511
global route | 1.32 | 2.35 | 0.498
finish | 1.18 | 2.34 | 0.457
No activity file was given, so power comes from the tool's default toggle rates.
