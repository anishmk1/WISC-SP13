==> flow/design.v <==
module D_X_reg (
    input clk,
    input rst,
    input [15:0] displacement_in,
    input [15:0] reg1data_in,
    input [15:0] reg2data_in,
    input [15:0] intermediate_in,
    input [15:0] pc_in,
    input Jump_in,
    input Jump_sel_in,
    input [2:0] branch_sel_in,
    input ALU_Src_in,
    input [3:0] alu_op_in,
    input MemRead_in,
    input MemWrite_in,
    input MemToReg_in,
    input RegWrite_in,
    input flush_second_in,
    input [2:0] writereg_in,
    input halt_in,
    input [2:0] nextpc_sel_delayed_in,
    input [2:0] RegisterRs_in,
    input [2:0] RegisterRt_in,
    output [15:0] reg1data_out,
    output [15:0] reg2data_out,
    output [15:0] displacement_out,
    output [15:0] intermediate_out,
    output [15:0] pc_out,
    output Jump_out,
    output Jump_sel_out,
    output [2:0] branch_sel_out,
    output ALU_Src_out,
    output [3:0] alu_op_out,
    output MemRead_out,
    output MemWrite_out,
    output MemToReg_out,
    output RegWrite_out,
    output flush_second_out,
    output [2:0] writereg_out,
    output halt_out,
    output [2:0] nextpc_sel_delayed_out,
    output [2:0] RegisterRs_out,
    output [2:0] RegisterRt_out
);
    dff disp_reg[15:0] (.q(displacement_out), .d(displacement_in), .clk(clk), .rst(rst));
    dff reg1data_reg[15:0] (.q(reg1data_out), .d(reg1data_in), .clk(clk), .rst(rst));
    dff reg2data_reg[15:0] (.q(reg2data_out), .d(reg2data_in), .clk(clk), .rst(rst));
    dff interm_reg[15:0] (.q(intermediate_out), .d(intermediate_in), .clk(clk), .rst(rst));
    dff pc_reg[15:0] (.q(pc_out), .d(pc_in), .clk(clk), .rst(rst));
    dff Jump_reg (.q(Jump_out), .d(Jump_in), .clk(clk), .rst(rst));
    dff flush_reg (.q(flush_second_out), .d(flush_second_in), .clk(clk), .rst(rst));
    dff Jump_sel_reg (.q(Jump_sel_out), .d(Jump_sel_in), .clk(clk), .rst(rst));
    dff branch_sel_reg[2:0] (.q(branch_sel_out), .d(branch_sel_in), .clk(clk), .rst(rst));
    dff alu_op_reg[3:0] (.q(alu_op_out), .d(alu_op_in), .clk(clk), .rst(rst));
    dff alu_src_reg (.q(ALU_Src_out), .d(ALU_Src_in), .clk(clk), .rst(rst));
    dff MemRead_reg (.q(MemRead_out), .d(MemRead_in), .clk(clk), .rst(rst));
    dff MemWrite_reg (.q(MemWrite_out), .d(MemWrite_in), .clk(clk), .rst(rst));
    dff MemToReg_reg (.q(MemToReg_out), .d(MemToReg_in), .clk(clk), .rst(rst));
    dff RegWrite_reg (.q(RegWrite_out), .d(RegWrite_in), .clk(clk), .rst(rst));
    dff nextpc_sel_delay_reg[2:0] (.q(nextpc_sel_delayed_out), .d(nextpc_sel_delayed_in), .clk(clk), .rst(rst));
    dff writereg_reg[2:0] (.q(writereg_out), .d(writereg_in), .clk(clk), .rst(rst));
    dff halt_reg (.q(halt_out), .d(halt_in), .clk(clk), .rst(rst));
    dff RegisterRs_reg[2:0] (.q(RegisterRs_out), .d(RegisterRs_in), .clk(clk), .rst(rst));
    dff RegisterRt_reg[2:0] (.q(RegisterRt_out), .d(RegisterRt_in), .clk(clk), .rst(rst));
endmodule
module dff (q, d, clk, rst);
    output         q;
    input          d;
    input          clk;
    input          rst;
    reg            state;
    assign #(1) q = state;
    always @(posedge clk) begin
      state = rst? 0 : d;
    end
endmodule
==> flow/run.sh <==
#!/bin/bash
# OpenROAD 26Q1-2900-gdf79404cd8, Yosys 0.63+post, stock flow scripts
make -C /OpenROAD-flow-scripts/flow DESIGN_CONFIG=/design/flow/config.mk WORK_HOME=/design/flow/orfs finish
==> flow/config.mk <==
export PLATFORM = sky130hd
export DESIGN_NAME = D_X_reg
export DESIGN_NICKNAME = D_X_reg
export VERILOG_FILES = /design/flow/design.v
export SDC_FILE = /design/flow/constraint.sdc
export NUM_CORES = 4
export LEC_CHECK = 1
export CORE_AREA = 10 10 141 141
export DIE_AREA = 0 0 151 151
==> flow/constraint.sdc <==
current_design D_X_reg

set clk_period 1.0
set clk_io_pct 0.2

create_clock -name clk0 -period $clk_period [get_ports {clk}]

set non_clock_inputs [all_inputs -no_clocks]
set_input_delay [expr $clk_period * $clk_io_pct] -clock clk0 $non_clock_inputs
set_output_delay [expr $clk_period * $clk_io_pct] -clock clk0 [all_outputs]
==> reports/results.txt <==
status: finished clean
Yosys top cell area share: 58.6%
Max Transition Viols Final: 0
Post-CTS Resized: 362
clk sinks: 108
CP bufs+invs: 1
I/O pin count: 218
Antenna diodes: 0
initial antenna violation count: 0
slew margin rel.: 82.9%
CTS tree: built
Hold Crit Class: input pin to flop
post-CTS setup buffer count: 0
most frequent logic cell in the layout: clkdlybuf4s50_1
die area: 0.0228 sq mm
hold slack final: 0.315 ns
Routability Congestion: 0.754
HPWL Detailed: 7.71 mm
Ys Warns: 1
top cells, area: dfxtp_1 (59%), buf_4 (20%), nor2b_1 (17%)
die height: 151 um
Hold-fix buffers, CTS: 0
GRT Residual Overflow: 0
Max rail drop VDD: 0.753 mV
Syn Area/Cell: 11.3 sq um
CP Max Fanout: 1
Mapped Cells: 327
top logic cells by instance count in the layout: clkdlybuf4s50_1 (108), buf_2 (106), nor2b_1 (98)
die width: 151 um
final setup vio count: 0
Tmin final: 0.975 ns
Slowest cell on crit path: dfxtp_2
critical path depth in cells: 1
Place WS: -0.0195 ns
Unique cell types: 6
share of cells above drive strength 1: 34.9%
Worst EP arrival: 0.77 ns
WS Path Type: flop to output pin
leading area contributor after synthesis: dfxtp_1
worst slew pin tran: 0.257 ns
Final Cycle Share: 97.5%
DR iter-0 viols: 40
DRT Wirelength: 9.51 mm
CTS buffer count: 9
root buffer cell: clkbuf_16
# DRC: 0
Inst Count DP: 655
largest net degree at the start of global routing: 58
row cnt: 47
tool warnings: 27
Synth Seq Share: 58.6%
1st-pass router iterations: 3
ys flops: 108
vias per cell: 3.34
maxcap violations: 0
cell area after synthesis: 0.00369 sq mm
YS chip area: 0.00369 sq mm
P_leak: 0.00225 uW
Critical Path End Type: output pin
CP Cell Sequence: buf_2
PwrDens: 1700 mW/mm^2
Min-Delay Path Depth: 3
RSZ-0062 raised after global routing: true
CP top delay family: flip-flops
Core ar.: 0.0167 sq mm
Area Growth Syn to Fin: 38.7%
hold_sp: rst
Final ANT Viol Nets: 0
Final Hold Fails: 0
first-pass GRT wire length: 14.1 mm
slowest cell delay on critical path: 0.32 ns
Buffers on Ports: 217
vias in the first global route: 2410
vias after detailed routing: 2238
Pre-Place Util: 22.1%
crit path from: interm_reg[5].state
H-tree lvl count: 3
final non-filler cell total: 670
clock buffer depth: 2
cell count in the Yosys report: 327
wire per inst: 14.2 um
Clk pin slew, worst setup/hold paths: 0.06 ns
CP Launch Type: flop
worst setup margin: 0.0254 ns
GRT Total Usage: 7.95%
Fmax achieved: 1.03 GHz
CP Data Required Time: 0.80 ns
==> report_power, final <==
part | internal, uW | switching [uW] | total, uW
Sequential | 4540 | 50.2 | 4590
Clock | 1800 | 1460 | 3260
Combinational | 640 | 218 | 858
Total | 6980 | 1720 | 8710
==> flip-flops by register name, summed over array words and instances (netlist names), 3 cells and up <==
register and flops:
disp.state 16, pc.state 16, reg1data.state 16, reg2data.state 16, nextpc_sel_delay.state 3, writereg.state 3
interm.state 16, RegisterRs.state 3, RegisterRt.state 3, alu_op.state 4, branch_sel.state 3
==> worst paths after layout <==
check,to,slack (ns)
worst max-delay path,intermediate_out[5],0.03
worst min-delay path,pc_reg[12].state,0.32
==> cell families after synthesis <==
logic type / Yosys count / share of synthesized area (%)
AND/OR/NAND/NOR: 108 / 19.0
buffers and inverters: 111 / 22.4
flip-flops: 108 / 58.6
==> metal layers <==
layer  part of all wire (%)  GRT usage [%]  up-vias  wire (um)
li1                       -              -     1117          -
met5                      0              0        -          0
met1                     38           9.35      974       3650
met2                     45           12.5      133       4290
met4                    1.9           1.44        0        184
met3                     15           4.66       14       1380
==> final cells by class <==
| cell class | count | area [sq um] |
|---|---|---|
| Multi-Input combinational cell | 108 | 701 |
| Sequential cell | 108 | 2190 |
| Timing Repair Buffer | 219 | 1680 |
| Clock inverter | 2 | 10.0 |
| Tap cell | 220 | 275 |
| Fill cell | 1730 | 11600 |
| Clock buffer | 13 | 260 |
==> Yosys cell counts <==
| library cell | n |
|---|---|
| dfxtp_1 | 108 |
| buf_2 | 8 |
| nor2b_1 | 98 |
| buf_6 | 4 |
| buf_4 | 99 |
| nor2b_2 | 10 |
==> through the flow <==
stage	setup TNS, ns	instance area, sq um	util [%]	power [uW]
2_1_floorplan	0	3690	-	5120
3_3_place_gp	-0.139	5350	32.0	5770
3_5_place_dp	-0.0764	5350	32.0	5780
4_1_cts	-0.0259	5100	30.5	8920
5_1_grt	-0.0733	5120	30.6	9150
6_report	0	5120	30.6	8710
Power figures rest on the tool's default switching activity, not on a simulated workload.
