### design.v
module X_M_reg (
    input clk,
    input rst,
    input [15:0] pc_in,
    input [15:0] alu_out_in,
    input [15:0] reg2data_in,
    input MemRead_in,
    input MemWrite_in,
    input Jump_in,
    input MemToReg_in,
    input RegWrite_in,
    input [2:0] writereg_in,
    input halt_in,
    output [15:0] pc_out,
    output [15:0] alu_out_out,
    output [15:0] reg2data_out,
    output MemRead_out,
    output MemWrite_out,
    output Jump_out,
    output MemToReg_out,
    output RegWrite_out,
    output [2:0] writereg_out,
    output halt_out
);
    dff pc_reg[15:0] (.q(pc_out), .d(pc_in), .clk(clk), .rst(rst));
    dff alu_out_reg[15:0] (.q(alu_out_out), .d(alu_out_in), .clk(clk), .rst(rst));
    dff reg2data_reg[15:0] (.q(reg2data_out), .d(reg2data_in), .clk(clk), .rst(rst));
    dff MemRead_reg (.q(MemRead_out), .d(MemRead_in), .clk(clk), .rst(rst));
    dff MemWrite_reg (.q(MemWrite_out), .d(MemWrite_in), .clk(clk), .rst(rst));
    dff Jump_reg (.q(Jump_out), .d(Jump_in), .clk(clk), .rst(rst));
    dff MemToReg_reg (.q(MemToReg_out), .d(MemToReg_in), .clk(clk), .rst(rst));
    dff RegWrite_reg (.q(RegWrite_out), .d(RegWrite_in), .clk(clk), .rst(rst));
    dff writereg_reg[2:0] (.q(writereg_out), .d(writereg_in), .clk(clk), .rst(rst));
    dff halt_reg (.q(halt_out), .d(halt_in), .clk(clk), .rst(rst));
endmodule
module dff (q, d, clk, rst);
    output         q;
    input          d;
    input          clk;
    input          rst;
    reg            state;
    assign #(1) q = state;
    always @(posedge clk) begin
      state = rst? 0 : d;
    end
endmodule
### run.sh
#!/bin/bash
# OpenROAD 26Q1-2900-gdf79404cd8, Yosys 0.63+post, stock flow scripts
make -C /OpenROAD-flow-scripts/flow DESIGN_CONFIG=/design/flow/config.mk WORK_HOME=/design/flow/orfs finish
### config.mk
export PLATFORM = sky130hd
export DESIGN_NAME = X_M_reg
export DESIGN_NICKNAME = X_M_reg
export VERILOG_FILES = /design/flow/design.v
export SDC_FILE = /design/flow/constraint.sdc
export NUM_CORES = 4
export LEC_CHECK = 1
export CORE_UTILIZATION = 40
### constraint.sdc
current_design X_M_reg

set clk_period 1.0
set clk_io_pct 0.2

create_clock -name clk0 -period $clk_period [get_ports {clk}]

set non_clock_inputs [all_inputs -no_clocks]
set_input_delay [expr $clk_period * $clk_io_pct] -clock clk0 $non_clock_inputs
set_output_delay [expr $clk_period * $clk_io_pct] -clock clk0 [all_outputs]
==> notes.md <==
Implementation summary

The clock net sink count is 57. Yosys attributes the largest share of cell area to dfxtp_1 (59%), buf_4 (20%), nor2b_1 (18%). The post-synthesis register bit count is 57.

In the layout the commonest cells are nor2b_1 (57), clkdlybuf4s50_1 (57), dfxtp_1 (52), buf_2 (45), clkbuf_2 (13). The first-pass detailed-route iteration total is 2. The final tally of max-slew violations is 0. The share of the Yosys chip area taken by registers is 59.0%. On met2, the global router reports a usage of 23.2%. The violation count after the first detailed-route iteration is 42. The static leakage is 1.19 nW. Summing over the stages, the warning tally comes to 26. The startpoint of the tightest hold check path is rst. Endpoints with negative setup slack in the final report add up to 0. The layout overhead on the synthesized area is 35.0%. The number of cells in the design after placement is 283. The detailed-route DRC error count is 0. The routed wire length per instance is 11.5 um. The pin closest to its max-slew limit shows a slew of 0.181 ns.

The biggest cell delay along the critical path is 0.31 ns. The top cell type by area accounts for 59.0% of the synthesized area. The biggest fanout along the worst timing path is 1.

In this run the deepest clock path goes through 2 buffers. Clock tree synthesis selected as its root buffer the cell clkbuf_8. The worst hold-check slack is 0.302 ns. The post-route fraction of the period consumed by the critical path is 91.8%. The number of buffers added by the clock tree synthesis step is 9. In the final layout, the share of cells above drive strength 1 is 30.5%. The final instance count without filler cells is 298.

The worst setup path is launched from a flop. Setup repair after global routing left no endpoint under its margin. Among all stages on the critical path, the largest delay is contributed by dfxtp_2. The clock tree from TritonCTS is yes. The worst slew margin relative to its limit is 88.0%.

The largest net degree at the start of global routing is 44. Per the run summary, max-cap violations total 0. Global routing used 17.5% of the available met1 tracks. The synthesized cell area is 1940 sq um. The highest attainable clock frequency is 1090 MHz. The flow ran to the end, and the final reports show no timing, DRC or antenna violations. The signal on the critical path passes through buf_2. The clock-pin slew on the worst setup and hold paths is 0.05 ns. The worst hold path terminates at reg2data_reg[1].state.

The dominant cell type by area after synthesis is dfxtp_1. The number of antenna violations at the first check in global routing is 0. In this run the remaining antenna-violating nets after routing total 0. The global-route track usage on met3 is 6.56%. The chip area is 5120 sq um. The total of warnings raised by yosys is 1. The overall via count from detail_route is 1179. The worst hold path depth is 3.

Looking at the clock tree report, the H-tree level count equals 3. The category of the most critical setup path is flop to output port. Per the OpenROAD floorplan log, the width of the die is 71.6 um. The chip area line of the yosys report is 1940 sq um. The total power density per cell area is 1740 nW/um^2.

Global routing put the most usage on met2. The buffering stage count on the worst path with inverters included is 1. Per the detail_route report, inserted antenna diodes total 0.

The number of setup buffers added after CTS is 0. The post-synthesis cell type count is 5. The endpoint arrival time on the critical path is 0.72 ns. The share of the core area taken by cells at floorplan is 43.0%.

The first global-routing pass estimated 5530 um of wire. The critical path capture point type is an output port. The total routing usage reported by global routing is 14.3%. The tightest min-delay check is of the input pin to flop type. Each instance of the synthesized netlist takes up on average 11.3 sq um.

The number of instances in the synthesized netlist is 171. The final critical-path required period is 0.918 ns. For the worst setup path, the data required time is 0.80 ns. The final total negative setup slack is 0 ns. The worst-case vdd ir drop is 906 uV. The detailed-route wire length is 3420 um. The HPWL after detailed placement is 2500 um.

In the final report, the number of hold violations comes to 0. The cell family contributing the most delay on the critical path is flip-flops. The weighted congestion reported at the end of routability-driven placement is 0.728. The global route total overflow is 0.

As logged by OpenROAD, the buffers inserted on ports number 115. According to the floorplan log, the row count is 24. The die outline height is 71.6 um. Per the detail_route report, vias per standard cell equal 3.96. The total cells reported by yosys after synthesis is 171. The core region area is 4500 sq um.

The number of global-route vias before repair is 1260. During I/O placement, the number of pins put on the boundary was 116.
cell type report:
| class | count | area [sq um] |
|---|---|---|
| Timing Repair Buffer | 117 | 888 |
| Tap cell | 52 | 65.1 |
| Multi-Input combinational cell | 57 | 357 |
| Fill cell | 387 | 1890 |
| Clock buffer | 15 | 156 |
| Sequential cell | 57 | 1150 |
cell usage after synthesis (all sizes together):
cell	count
buf	57
dfxtp	57
nor2b	57
state kept, by name (all words and copies together), names as in the netlist:
name and count:
alu_out.state 16, pc.state 16, reg2data.state 16, writereg.state 3
Jump_reg.state 1, MemRead_reg.state 1, MemToReg_reg.state 1, MemWrite_reg.state 1
RegWrite_reg.state 1, halt_reg.state 1
where the power goes:
| group | internal, mW | leakage [nW] | total (mW) | switching (mW) |
|---|---|---|---|---|
| clock | 0.957 | 0.0778 | 1.69 | 0.737 |
| sequential | 2.40 | 0.476 | 2.42 | 0.0247 |
| combinational | 0.332 | 0.632 | 0.428 | 0.0952 |
| total | 3.69 | 1.19 | 4.54 | 0.856 |
logic make-up (layout without fill, tap and decap cells):
| group | after synthesis | count (layout) | synth area share (%) |
|---|---|---|---|
| flops | 57 | 57 | 59.0 |
| buf+inv | 57 | 132 | 22.6 |
| simple gates | 57 | 57 | 18.4 |
through the flow:
stage          cell area (sq um)  setup slack, ns  power, mW  util (%)
6_report                    2610           0.0820       4.54      58.0
5_1_grt                     2610           0.0312       4.79      58.0
4_1_cts                     2680         0.000182       4.64      59.4
3_5_place_dp                2740           0.0286       3.02      60.8
3_3_place_gp                2740           0.0300       3.01      60.8
2_1_floorplan               1940            0.410       2.70         -
how the worst max path moves through the flow:
stage | cells past startpoint | start | end
after CTS | 1 | reg2data_reg[7].state | reg2data_out[7]
final | 1 | reg2data_reg[1].state | reg2data_out[1]
after global routing | 1 | reg2data_reg[11].state | reg2data_out[11]
repair_timing:
action,CTS,global route
resized,161,16
hold buffers,0,0
endpoints found under the setup margin,57,13
per-layer routing:
| layer | vias up | wire, um |
|---|---|---|
| li1 | 601 | - |
| met1 | 496 | 1340 |
| met2 | 71 | 1580 |
| met3 | 11 | 422 |
| met4 | 0 | 78 |
| met5 | - | 0 |
No activity file was given, so power comes from the tool's default toggle rates.
